`flow/design.v`:
```
module LightSensorFilter (clk, sensorRaw, sensorFiltered);
input clk;
input sensorRaw;
output reg sensorFiltered = 0;
parameter [16:0] arbitraryRepeats = 16'd5;
reg[16:0] repeatCount=0;
reg lastValue=0;
always @(posedge clk) begin
if (sensorRaw == lastValue) begin
repeatCount <= repeatCount + 1;
if (repeatCount > arbitraryRepeats) begin
repeatCount <= 0;
sensorFiltered <= sensorRaw;
end 
end 
else
	repeatCount <= 0; 
lastValue <= sensorRaw;
end 
endmodule
module LineFollow (clk, 
			sensorLeftFiltered,sensorRightFiltered,sensorMiddleFiltered,
			PWM_OutL, PWM_OutR, dirR, dirL);
input sensorLeftFiltered,sensorMiddleFiltered,sensorRightFiltered;
input clk;
output PWM_OutL,PWM_OutR;
output reg dirR=1,dirL=1;
reg [7:0] leftMotorSpeed, rightMotorSpeed;
PWM pwmleft (clk, leftMotorSpeed, PWM_OutL);
PWM pwmright (clk, rightMotorSpeed, PWM_OutR);
wire [2:0] sensors;
assign sensors = {sensorLeftFiltered,sensorMiddleFiltered,sensorRightFiltered};
parameter MAX = 8'b10000000, 
		  HALF= 8'b01000000, 
		  OFF = 8'b00000000; 
always @(posedge clk) begin
dirL <= 1;
dirR <= 1;
case(sensors)
3'b000: begin
rightMotorSpeed <= MAX;
leftMotorSpeed <= MAX;
end
3'b001:begin
rightMotorSpeed <= MAX;
leftMotorSpeed <= HALF;
end
3'b010:begin
rightMotorSpeed <= MAX;
leftMotorSpeed <= MAX;
end
3'b011:begin
rightMotorSpeed <= OFF;
leftMotorSpeed <= MAX;
end
3'b100:begin
rightMotorSpeed <= HALF;
leftMotorSpeed <= MAX;
end
3'b101:begin
rightMotorSpeed <= MAX;
leftMotorSpeed <= MAX;
end
3'b110:begin
rightMotorSpeed <= OFF;
leftMotorSpeed <= MAX;
end
3'b111:begin
rightMotorSpeed <= OFF;
leftMotorSpeed <= OFF;
end
endcase
end
endmodule
module PWM(clk,speed,PWM_Out); 
	parameter HIGH = 1'b1,
		  LOW  = 1'b0,
		  ZEROS = 8'b0,
		  FULL = 8'b11111111;
	input clk;
	input [7:0] speed;
	reg[7:0] counter = ZEROS;
	output reg PWM_Out=1;
	always@(posedge clk) begin
			if(counter == FULL) begin
				counter <= ZEROS;
			end
			else if(counter < speed) begin
				PWM_Out <= HIGH;
			end
			else if(counter >= speed) begin
				PWM_Out <= LOW;
			end
			counter <= counter + 1;
	end
endmodule 
module Top(clk,PWM_OutR, dirR,PWM_OutL, dirL,sensorLeftRaw, sensorMiddleRaw, sensorRightRaw);
	input clk; 
	input sensorLeftRaw, sensorMiddleRaw, sensorRightRaw;
	output PWM_OutR, dirR, PWM_OutL, dirL;
	wire sensorLeftFiltered,sensorMiddleFiltered,sensorRightFiltered;
	LightSensorFilter lsf1 (clk, sensorLeftRaw, sensorLeftFiltered);
	LightSensorFilter lsf2 (clk, sensorMiddleRaw, sensorMiddleFiltered);
	LightSensorFilter lsf3 (clk, sensorRightRaw, sensorRightFiltered);
	LineFollow lf1 (clk, 
			sensorLeftFiltered,sensorRightFiltered,sensorMiddleFiltered,
			PWM_OutL, PWM_OutR, dirR, dirL
			);
endmodule
```
`flow/run.sh`:
```
#!/bin/bash
# OpenROAD 26Q1-2900-gdf79404cd8, Yosys 0.63+post, stock flow scripts
make -C /OpenROAD-flow-scripts/flow DESIGN_CONFIG=/design/flow/config.mk WORK_HOME=/design/flow/orfs finish
```
`flow/config.mk`:
```
export PLATFORM = sky130hd
export DESIGN_NAME = Top
export DESIGN_NICKNAME = Top
export VERILOG_FILES = /design/flow/design.v
export SDC_FILE = /design/flow/constraint.sdc
export NUM_CORES = 4
export LEC_CHECK = 1
export CORE_UTILIZATION = 50
```
`flow/constraint.sdc`:
```
current_design Top

set clk_period 1.5
set clk_io_pct 0.2

create_clock -name clk0 -period $clk_period [get_ports {clk}]

set non_clock_inputs [all_inputs -no_clocks]
set_input_delay [expr $clk_period * $clk_io_pct] -clock clk0 $non_clock_inputs
set_output_delay [expr $clk_period * $clk_io_pct] -clock clk0 [all_outputs]
```
==> run_results.csv <==
group,metric,value,unit
run_status,status,"complete, but fails checks",
run_status,violations,"negative setup slack",
layout,post-route-util,64.7,%
synth,syn_area_per_cell,13.0,um2
worst_setup_path,worstReg2RegEnd,"lsf1.repeatCount[0]$_SDFF_PP0_",
pwr,power_leakage,1.20,nW
layout,fillers,364,
pwr,intPower,2.98,mW
timing,setup_tns,-0.667,ns
timing,hold_viol,0,
worst_setup_path,crit_path_start,"lsf1.repeatCount[4]$_SDFF_PP0_",
run,drv_cap,0,
synth,ys_seq_share,64.6,%
worst_setup_path,cpPeakStageDelay,0.54,ns
placed_design,dp_cells,309,
clock_tree,root_buffer,"clkbuf_8",
timing,max_freq,631,MHz
clock_tree,ctsHoldBuffers,0,
floorplanning,die_area,5340,um2
placed_design,portBuffers,5,
worst_setup_path,worstPathRequired,1.77,ns
placed_design,dp_hpwl,2000,um
min_path,min_path_type,"flop to flop",
drt,wl_per_cell,8.66,um
floorplanning,die-height,73.1,um
clock_tree,cts_tree,"built",
drt,routed_wl,2810,um
global_routing,grt_pass1_wl,5310,um
pwr,switchingPower,728,uW
worst_setup_path,crit_fanout,4,
timing,clock_skew,0.00744,ns
pwr,p_clk_share,37.6,%
synth,numSynthFlops,79,
drt,via_per_inst,4.06,
pwr,combPwrFrac,2.1,%
layout,synthToLayoutAreaGrowth,22.5,%
drt,antenna_cells,0,
pwr,p_per_area,1200,nW/um2
worst_setup_path,critPathBufInv,0,
synth,synth_warnings,3,
worst_setup_path,startpoint_type,"flop",
floorplanning,fp-utilization,52.8,%
floorplanning,ioPinCount,8,
pwr,ir_drop,0.00112,V
floorplanning,num_rows,25,
global_routing,grt_pass1_vias,1277,
timing,slew_viol_final,0,
worst_setup_path,reg2reg_depth,3,
clock_tree,clock-sinks,79,
worst_setup_path,cp_top_family,"simple AND/OR/NAND/NOR gates",
layout,finalNonFillerCells,324,
clock_tree,numCtsBuffers,9,
worst_setup_path,rr_startpoint,"lsf1.repeatCount[4]$_SDFF_PP0_",
placed_design,place_congestion,0.720,
floorplanning,core_region_area,4790,um2
global_routing,overflow,0,
pwr,power_frac_seq,60.2,%
timing,setup_viol,12,
synth,yosys_cells,194,
worst_setup_path,path_cells,"or4_4 -> or4b_4 -> nor3_2",
synth,syn_inst,194,
timing,setup_ws,-0.0858,ns
drt,vias,1314,
clock_tree,htreeDepth,3,
clock_tree,clock_latency,0.34,ns
min_path,hold_path_depth,1,
worst_setup_path,r2r_slack,-0.09,ns
layout,layout-drive-gt1-share,17.9,%
pwr,swShare,19.7,%
clock_tree,cts_setup_buffers,0,
clock_tree,clock_path_buffers,2,
drt,ant_nets,0,
global_routing,grt_max_degree,14,
synth,synth_cell_types,24,
worst_setup_path,cp-end-kind,"flop",
drt,drc_errors,0,
worst_setup_path,critical_path.slowest_cell,"or4b_4",
global_routing,track_usage,13.6,%
timing,timing.hold.ws,0.433,ns
timing,period_needed,1.59,ns
synth,netlist_area,2530,um2
clock_tree,cts.clk_slew.worst_paths,0.07,ns
drt,drt_iter0_drc,32,
run,warnings,39,
worst_setup_path,crit_type,"flop to flop",
drt,firstDrtPassIters,4,
timing,rsz0062_at_grt,"yes",
timing,period_used_share,106,%
synth,yosysChipArea,2530,um2
global_routing,grt_antenna_before_repair,0,
worst_setup_path,crit_arrival,1.86,ns
min_path,holdPathEnd,"lf1.pwmright.counter[0]$_DFF_P_",
floorplanning,die_x,73.1,um
min_path,min_from,"lf1.pwmright.counter[0]$_DFF_P_",
## power groups by stage
stage	Combinational, mW	Clock (mW)	Sequential, mW
CTS	0.0811	1.45	2.23
global route	0.0943	1.56	2.24
finish	0.0794	1.39	2.23
## worst reg2reg max path, cell delays in order, from the launching register on
cell     delay [ns]
dfxtp_1        0.30
or4_4          0.53
or4b_4         0.54
nor3_2         0.16
## cell usage in the layout, fill, tap and decap left out, types with 6 or more instances in the layout
| master | netlist | final |
|---|---|---|
| ha_1 | 14 | 14 |
| conb_1 | 2 | 41 |
| dfxtp_1 | 74 | 74 |
| buf_4 | 2 | 6 |
| nand3_1 | 9 | 9 |
| xnor2_1 | 17 | 17 |
| inv_1 | 16 | 16 |
| clkbuf_8 | 0 | 10 |
| nor3_2 | 12 | 12 |
## how the worst max path moves through the flow
stage                           endpoint  slack (ns)  depth (start not counted)
6_report  lsf1.repeatCount[0]$_SDFF_PP0_       -0.09                          3
5_1_grt   lsf3.repeatCount[0]$_SDFF_PP0_       -0.12                          3
4_1_cts   lsf1.repeatCount[2]$_SDFF_PP0_       -0.09                          3
## layout make-up
cell class                 count  area, um2  area share (%)
clock buffer                  12        166            5.38
clock inverter                 3       17.5           0.566
inverter                      16       60.1            1.94
multi-input combinational    136       1040            33.6
sequential                    79       1630            52.7
tap                           67       83.8            2.71
timing repair buffer          11       95.1            3.07
## cells in the mapped netlist, drive strengths merged
| cell type | instances | area, um2 |
|---|---|---|
| ha | 14 | 175 |
| nor2 | 5 | 18.8 |
| nand4 | 2 | 12.5 |
| o311ai | 3 | 26.3 |
| nor3b | 2 | 15.0 |
| and4 | 1 | 8.76 |
| conb | 2 | 7.51 |
| or4b | 3 | 41.3 |
| nand2 | 5 | 18.8 |
| edfxtp | 5 | 150 |
| and3 | 1 | 6.26 |
| a21oi | 2 | 10.0 |
| buf | 2 | 15.0 |
| nor4 | 6 | 37.5 |
| mux2i | 1 | 10.0 |
| nand3 | 9 | 45.0 |
| and2 | 1 | 6.26 |
| or4 | 3 | 33.8 |
| xor2 | 5 | 43.8 |
| xnor2 | 17 | 149 |
| o41a | 3 | 33.8 |
| nor3 | 12 | 120 |
| dfxtp | 74 | 1480 |
| inv | 16 | 60.1 |
## registers in the layout, summed over array words and instances, names as in the netlist, 2 cells and up
signal	flops
lsf3.repeatCount	17
lsf1.repeatCount	17
lf1.leftMotorSpeed	2
lf1.pwmright.counter	8
lf1.pwmleft.counter	8
lsf2.repeatCount	17
lf1.rightMotorSpeed	2
## metrics by stage
stage,setup slack [ns],area [um2],power [mW]
final,-0.0858,3090,3.70
after global routing,-0.125,3090,3.90
after CTS,-0.0853,3090,3.76
after detailed placement,-0.220,2900,2.36
after global placement,-0.181,2900,2.35
after floorplan,-0.0433,2740,2.33
## layer usage
metal  share of wire, %  wire (um)  vias up  track usage [%]
li1                   -          -      733                -
met1                 51       1420      560             21.3
met2                 42       1180       15             19.0
met3                5.1        142        6             5.04
met4                2.3         64        0             2.83
met5                  0          0        -                0
## logic make-up (layout without fill, tap and decap cells)
family	Yosys count	count (layout)	synth area share (%)
compound gates	8	8	2.77
xor+xnor	22	22	7.63
fa+ha+maj	14	14	6.93
buf+inv	18	42	2.97
flops	79	79	64.6
mux	1	1	0.396
other cells	2	41	0.297
simple gates	50	50	14.4
## repair_timing
| item | in CTS | in global routing |
|---|---|---|
| pin swaps | 1 | 0 |
| gates resized | 0 | 1 |
| endpoints found under the setup margin | 12 | 13 |
Power figures rest on the tool's default switching activity, not on a simulated workload.
